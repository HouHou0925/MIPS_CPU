`./constraint.sdc`:
```
current_design IDEX

set clk_period 1.0
set clk_io_pct 0.2

create_clock -name clk0 -period $clk_period [get_ports {clock}]

set non_clock_inputs [all_inputs -no_clocks]
set_input_delay [expr $clk_period * $clk_io_pct] -clock clk0 $non_clock_inputs
set_output_delay [expr $clk_period * $clk_io_pct] -clock clk0 [all_outputs]
```
`./run.sh`:
```
#!/bin/bash
# OpenROAD 26Q1-2900-gdf79404cd8, Yosys 0.63+post, stock flow scripts
make -C /OpenROAD-flow-scripts/flow DESIGN_CONFIG=/design/flow/config.mk WORK_HOME=/design/flow/orfs finish
```
`./design.v`:
```
module IDEX(clock,iRegDests,iRegWrite,iALUSrc,iMemRead,iMemWrite,iMemToReg,iBranchs,iJumps,iALUCtrl,
iIR,iPC,iA,iB,iRegDest,iBranch,iJump,
oRegDests,oRegWrite,oALUSrc,oMemRead,oMemWrite,oMemToReg,oBranchs,oJumps,oALUCtrl,
oIR,oPC,oA,oB,oRegDest,oBranch,oJump,enable);
input [31:0] iIR,iPC,iA,iB,iBranch,iJump;
input clock,enable;
input iRegDests,iRegWrite,iALUSrc,iMemRead,iMemWrite,iMemToReg,iBranchs,iJumps;
input [3:0]iALUCtrl;
input [4:0] iRegDest;
output [31:0] oIR,oPC,oA,oB,oBranch,oJump;
output oRegDests,oRegWrite,oALUSrc,oMemRead,oMemWrite,oMemToReg,oBranchs,oJumps;
output [3:0]oALUCtrl;
output [4:0]oRegDest;
reg [31:0] oIR,oPC,oA,oB,oResult,oBranch,oJump;
reg oZero;
reg oRegDests,oRegWrite,oALUSrc,oMemRead,oMemWrite,oMemToReg,oBranchs,oJumps;
reg [3:0]oALUCtrl;
reg [4:0]oRegDest;
initial begin
 oPC=32'b0;
oIR=32'b0;
end
always @(posedge clock)
begin
if(enable)begin
oRegDests<=iRegDests;
oRegWrite<=iRegWrite;
oALUSrc<=iALUSrc;
oMemRead<=iMemRead;
oMemWrite<=iMemWrite;
oMemToReg<=iMemToReg;
oBranchs<=iBranchs;
oJumps<=iJumps;
oALUCtrl<=iALUCtrl;
oIR<=iIR;
oPC<=iPC;
oA<=iA;
oB<=iB;
oRegDest<=iRegDest;
oBranch<=iBranch;
oJump<=iJump;
end
end
endmodule
```
`./config.mk`:
```
export PLATFORM = sky130hd
export DESIGN_NAME = IDEX
export DESIGN_NICKNAME = IDEX
export VERILOG_FILES = /design/flow/design.v
export SDC_FILE = /design/flow/constraint.sdc
export NUM_CORES = 4
export LEC_CHECK = 1
export CORE_AREA = 10 10 261 261
export DIE_AREA = 0 0 271 271
```
==> impl_metrics.env <==
# physical design summary
export IMPL_status="complete, but fails checks"
export IMPL_violations="negative setup slack"
export IMPL_clkTransAtPathRegs_ns=0.06
export IMPL_netlist_area_mm2=0.00628
export IMPL_yosysMostFrequentCell="edfxtp_1"
export IMPL_ys_cells=209
export IMPL_grt_antenna_before_repair=2
export IMPL_ys_flop_type="edfxtp_1"
export IMPL_gp_congestion=0.823
export IMPL_crit_family="flip-flops"
export IMPL_relSlewSlack=0.880
export IMPL_crit_buf_inv=1
export IMPL_final_hold_viol_count=0
export IMPL_arrival_ns=1.09
export IMPL_drt_iter0_markers=203
export IMPL_cp_start_kind="flip-flop"
export IMPL_synth_warnings=1
export IMPL_core_mm2=0.0621
export IMPL_clockBufferDepth=3
export IMPL_grt_max_degree=28
export IMPL_cp_endpoint="oB[0]"
export IMPL_crit_chain="buf_2"
export IMPL_cts_root_buf="clkbuf_16"
export IMPL_min_period_ns=1.29
export IMPL_htree_levels=1
export IMPL_grt_use_total=0.0546
export IMPL_top_area_cell="edfxtp_1"
export IMPL_fin_tns_setup_ns=-44.53
export IMPL_hold_path_class="in2reg"
export IMPL_critPathMaxFanout=1
export IMPL_die_area_mm2=0.0734
export IMPL_synthAoiAreaFrac=0
export IMPL_overflow=0
export IMPL_yosysSeqAreaShare=1.00
export IMPL_grt_first_pass_wirelength_um=29800
export IMPL_comb_area_um2=0
export IMPL_synth_top_area_share=1.00
export IMPL_dp_hpwl_um=16600
export IMPL_antenna_cells=0
export IMPL_setup_viol=209
export IMPL_comb_cells=0
export IMPL_adder_share=0
export IMPL_slowest_stage="edfxtp_1"
export IMPL_vdd_ir_drop_max_v=0.00181
export IMPL_slowest_delay_ns=0.40
export IMPL_async_flop_share=0
export IMPL_syn2layout_area_growth_pct=83.9
export IMPL_yosysChipArea_mm2=0.00628
export IMPL_synthTopCellsByCount="edfxtp_1"
export IMPL_layout_setup_ws_ns=-0.286
export IMPL_drc=0
export IMPL_drtPass1Iterations=4
export IMPL_worstMarginPinSlew_ns=0.180
export IMPL_maxCapViolCount=0
export IMPL_fin_cells=1534
export IMPL_vias=3927
export IMPL_layout_drive_gt1_share=0.395
export IMPL_fp_dieH_um=271
export IMPL_rows=91
export IMPL_cellPowerDensity_mw_per_mm2=1840
export IMPL_rsz0062_at_grt="yes"
export IMPL_simple_gate_share=0
export IMPL_cts_buffers=24
export IMPL_fmaxAchievable_ghz=0.777
export IMPL_core_util_floorplan=0.101
export IMPL_dp_cells=1493
export IMPL_topCellsByArea="edfxtp_1"
export IMPL_cp_required_ns=0.80
export IMPL_grt_pass1_vias=4401
export IMPL_critical_path_class="reg2out"
export IMPL_power_leakage_nw=4.25
export IMPL_cts_hold_buffers=0
export IMPL_syn_inst=209
export IMPL_io_buffers=419
export IMPL_edf_count=209
export IMPL_warnings=27
export IMPL_whs_ns=0.0760
export IMPL_cts_sinks=209
export IMPL_wl_per_cell_um=13.6
export IMPL_fp_dieW_um=271
export IMPL_wirelength_um=20900
export IMPL_ys_sh_xor=0
export IMPL_crit_path_start="oB[0]"
export IMPL_drv_slew=0
export IMPL_path_depth=1
export IMPL_ant_nets=0
export IMPL_cts_tree="yes"
export IMPL_pin_count=420
export IMPL_mux_share=0
export IMPL_fin_crit_sh=1.29
export IMPL_end_kind="output port"
export IMPL_routed_via_density=2.56
export IMPL_syn_area_per_cell_um2=30.0
export IMPL_ys_types=1
export IMPL_ys_seq_elements=209
worst min-delay path by stage:
stage,cells after the start,end,from,slack (ns)
final,2,oPC[0],enable,0.08
after global routing,2,oA[23],enable,0.06
after CTS,2,oPC[0],enable,0.04
area by class of cell:
cell class,count,area (um2)
Clock buffer,27,633
Sequential cell,209,6280
Tap cell,837,1050
Fill cell,6690,50500
Timing Repair Buffer,447,3410
Clock inverter,14,175
where the power goes:
part           internal, W  total (W)  switching [W]
combinational      0.00121    0.00170       0.000489
clock              0.00554    0.00900        0.00346
sequential          0.0104     0.0106       0.000148
placed cells by master (no fill, tap or decap), drive strengths merged:
cell type      Yosys  layout
buf                0     237
bufinv             0       4
clkinv             0       9
edfxtp           209     209
inv                0       1
clkbuf             0      28
clkdlybuf4s50      0     209
sequential cells by signal (all words and copies together) (netlist names), 4 cells and up:
| signal | flops |
|---|---|
| oALUCtrl | 4 |
| oIR | 32 |
| oPC | 32 |
| oRegDest | 5 |
| oBranch | 32 |
| oJump | 32 |
| oA | 32 |
| oB | 32 |
through the flow:
step / total power, W / cell area, um2 / utilization / setup WS (ns)
after floorplan: 0.0106 / 6280 / - / 0.501
after global placement: 0.0131 / 11800 / 0.190 / -0.0386
after detailed placement: 0.0131 / 11800 / 0.190 / -0.0382
after CTS: 0.0217 / 11500 / 0.186 / -0.354
after global routing: 0.0222 / 11500 / 0.186 / -0.359
final: 0.0213 / 11500 / 0.186 / -0.286
cell families (layout without fill, tap and decap cells):
family	after synthesis	after routing
flops	209	209
buf+inv	0	488
per-layer routing:
metal / vias up / wire length (um) / GRT usage / share of wire
met5: - / 27 / 0 / 0.0013
met4: 4 / 575 / 0.0134 / 0.027
met3: 31 / 3580 / 0.0423 / 0.17
met2: 271 / 10100 / 0.0898 / 0.48
met1: 1815 / 6640 / 0.0525 / 0.32
li1: 1806 / - / - / -
what timing repair did:
| action | in CTS | in global routing |
|---|---|---|
| resized | 675 | 0 |
| endpoints found under the setup margin | 209 | 209 |
| pin swaps | 0 | 0 |
| buffers inserted | 0 | 0 |
Power is estimated from default activity; no workload was simulated.
