==> flow/design.v <==
module EXMEM(clock,iRegDests,iRegWrite,iALUSrc,iMemRead,iMemWrite,iMemToReg,iBranchs,iJumps,iALUCtrl,
iIR,iPC,iB,iResult,iRegDest,iBranch,iJump,iZero,
oRegDests,oRegWrite,oALUSrc,oMemRead,oMemWrite,oMemToReg,oBranchs,oJumps,oALUCtrl,
oIR,oPC,oB,oResult,oRegDest,oBranch,oJump,oZero,enable);
input [31:0] iIR,iPC,iB,iResult,iBranch,iJump;
input iZero,clock,enable;
input iRegDests,iRegWrite,iALUSrc,iMemRead,iMemWrite,iMemToReg,iBranchs,iJumps;
input [3:0]iALUCtrl;
input [4:0] iRegDest;
output [31:0] oIR,oPC,oB,oResult,oBranch,oJump;
output oZero;
output oRegDests,oRegWrite,oALUSrc,oMemRead,oMemWrite,oMemToReg,oBranchs,oJumps;
output [3:0]oALUCtrl;
output [4:0]oRegDest;
reg [31:0] oIR,oPC,oB,oResult,oBranch,oJump;
reg oZero;
reg oRegDests,oRegWrite,oALUSrc,oMemRead,oMemWrite,oMemToReg,oBranchs,oJumps;
reg [3:0]oALUCtrl;
reg [4:0]oRegDest;
initial begin
 oPC=32'b0;
oIR=32'b0;
end
always @(posedge clock)
begin
if(enable)begin
oRegDests<=iRegDests;
oRegWrite<=iRegWrite;
oALUSrc<=iALUSrc;
oMemRead<=iMemRead;
oMemWrite<=iMemWrite;
oMemToReg<=iMemToReg;
oBranchs<=iBranchs;
oJumps<=iJumps;
oALUCtrl<=iALUCtrl;
oIR<=iIR;
oPC<=iPC;
oB<=iB;
oResult<=iResult;
oRegDest<=iRegDest;
oBranch<=iBranch;
oJump<=iJump;
oZero<=iZero;
end
end
endmodule
==> flow/run.sh <==
#!/bin/bash
# OpenROAD 26Q1-2900-gdf79404cd8, Yosys 0.63+post, stock flow scripts
make -C /OpenROAD-flow-scripts/flow DESIGN_CONFIG=/design/flow/config.mk WORK_HOME=/design/flow/orfs finish
==> flow/config.mk <==
export PLATFORM = sky130hd
export DESIGN_NAME = EXMEM
export DESIGN_NICKNAME = EXMEM
export VERILOG_FILES = /design/flow/design.v
export SDC_FILE = /design/flow/constraint.sdc
export NUM_CORES = 4
export LEC_CHECK = 1
export CORE_AREA = 10 10 262 262
export DIE_AREA = 0 0 272 272
==> flow/constraint.sdc <==
current_design EXMEM

set clk_period 1.0
set clk_io_pct 0.2

create_clock -name clk0 -period $clk_period [get_ports {clock}]

set non_clock_inputs [all_inputs -no_clocks]
set_input_delay [expr $clk_period * $clk_io_pct] -clock clk0 $non_clock_inputs
set_output_delay [expr $clk_period * $clk_io_pct] -clock clk0 [all_outputs]
==> run_results.csv <==
group,metric,value,unit
status,status,"finished with violations",
status,violations,"setup timing",
synthesis,synth.distinct_cells,1,
synthesis,yosysSeqAreaShare,1.000,
routing,antenna_cells,0,
synthesis,synth_area_per_cell,30.03,sq um
power_and_ir_drop,pwr-share-seq,0.514,
worst_setup_path,cp.arrival,1.25,ns
synthesis,ys_area,6306,sq um
final_timing,layout_setup_ws,-0.4513,ns
cells_and_area,fin_cells,1547,
floorplanning,fp_util,0.1002,
place,post-dp-hpwl,18.20,mm
run,log.warning_count,27,
min_path,hold_path_class,"input pin to flop",
final_timing,max_freq,0.6890,GHz
final_timing,max_slew.worst_pin.slew,0.2980,ns
clock_tree,htreeDepth,1,
worst_setup_path,cp_data_required_time,0.80,ns
place,io_buffers,421,
worst_setup_path,critPathCaptureType,"primary output",
synthesis,top_cells_by_count,"210 x edfxtp_1",
global_routing,grt_pass1_wl,31.41,mm
place,place.gp.congestion,0.8400,
worst_setup_path,slowest_delay,0.52,ns
clock_tree,cts_root_buf,"clkbuf_16",
routing,avgViaCountPerCell,2.560,
global_routing,grt_pass1_vias,4373,
power_and_ir_drop,p_leak,4.212,nW
synthesis,synthFlopType,"edfxtp_1",
floorplanning,core_area,62970,sq um
synthesis,ys.warnings.count,1,
synthesis,top_cells_by_area,"edfxtp_1 100%",
synthesis,synth_cells,210,
clock_tree,clock_sinks,210,
routing,drcViolationCount,0,
place,dp_cells,1501,
cells_and_area,multi_input_comb_cells,0,
power_and_ir_drop,p_sw_frac,0.2098,
synthesis,ys_ff,210,
power_and_ir_drop,p_per_area,1792,nW/um^2
final_timing,finalHoldViolCount,0,
clock_tree,postCtsHoldBufs,0,
synthesis,top_cell,"edfxtp_1",
clock_tree,clk_path_buf_depth,3,
routing,vias,3960,
synthesis,ys_cells,210,
worst_setup_path,critPathTopFamily,"flip-flops",
final_timing,finalMaxSlewViolations,0,
floorplanning,chipArea,73980,sq um
synthesis,edf_count,210,
routing,drt-pass1-iter-count,4,
power_and_ir_drop,p_int,16.31,mW
routing,drt_iter0_markers,209,
worst_setup_path,path_cells,"buf_2",
routing,wl,22.65,mm
floorplanning,num_rows,92,
worst_setup_path,worstSetupPathType,"flop to primary output",
run,maxCapViolCount,0,
synthesis,synth.top_cell.area_share,1.000,
power_and_ir_drop,ir_worst_vdd,1.277,mV
global_routing,overflow,0,
worst_setup_path,crit_fanout,1,
cells_and_area,final.fill_count,6787,
power_and_ir_drop,p_switching,4.331,mW
clock_tree,cts_buffers,25,
final_timing,relSlewSlack,0.8013,
power_and_ir_drop,clockPowerShare,0.402,
floorplanning,io_pins,422,
synthesis,yosysTopAreaCell,"edfxtp_1",
global_routing,grt_usage,0.05843,
routing,antenna_left,0,
cells_and_area,multiInputGateArea,0,sq um
routing,wl_per_cell,14.64,um
worst_setup_path,worst_setup_path_start_kind,"flop",
clock_tree,cts_tree,"done",
power_and_ir_drop,pwr-share-comb,0.083,
synthesis,syn-cell-area,6306,sq um
cells_and_area,fin_util,0.1830,
clock_tree,clk_pin_slew,0.05,ns
final_timing,setup_viol,210,
synthesis,async_flop_share,0,
final_timing,period_used_share,1.451,
cells_and_area,layout-drive-gt1-share,0.3880,
global_routing,antenna_found_initial,3,
worst_setup_path,cpMaxStageDelayCell,"edfxtp_1",
final_timing,post-route-min-period,1.451,ns
worst_setup_path,crit_buf_inv,1,
floorplanning,die_h,272,um
cells_and_area,syn_to_final_growth,82.68,%
final_timing,rsz0062_at_grt,"yes",
floorplanning,die_w,272,um
global_routing,grt_max_degree,25,
[power groups by stage]
stage / Combinational [mW] / Sequential (mW) / Clock (mW)
4_1_cts: 1.79 / 10.6 / 8.76
5_1_grt: 1.88 / 10.7 / 9.04
6_report: 1.72 / 10.6 / 8.31
[path summary, 6_finish.rpt]
path	from	cells after the start	slack, ns	to
hold / removal	enable	3	0.19	oResult[2]$_DFFE_PP_
setup / recovery	oJump[18]$_DFFE_PP_	1	-0.45	oJump[18]
[sequential cells by signal, summed over array words and instances (netlist names), 4 cells and up]
name / cells
oALUCtrl: 4
oB: 32
oBranch: 32
oIR: 32
oJump: 32
oPC: 32
oRegDest: 5
oResult: 32
[through the flow]
stage | setup slack, ns | power (mW) | hold WS, ns | instance area [sq um] | setup TNS [ns]
floorplan | 0.5013 | 10.64 | 0.2989 | 6306 | 0
global placement | -0.2958 | 13.23 | 0.7505 | 11830 | -3.494
detailed placement | -0.2783 | 13.25 | 0.7440 | 11830 | -2.131
CTS | -0.5147 | 21.18 | 0.1364 | 11520 | -59.70
global route | -0.5135 | 21.61 | 0.1595 | 11520 | -60.65
finish | -0.4513 | 20.64 | 0.1853 | 11520 | -46.81
[layout by cell type (no fill, tap or decap)]
| master | Yosys | routed |
|---|---|---|
| buf_12 | 0 | 5 |
| buf_2 | 0 | 210 |
| buf_4 | 0 | 19 |
| clkbuf_1 | 0 | 6 |
| clkbuf_16 | 0 | 25 |
| clkbuf_8 | 0 | 1 |
| clkdlybuf4s50_1 | 0 | 210 |
| clkinv_1 | 0 | 3 |
| clkinv_2 | 0 | 5 |
| clkinv_4 | 0 | 1 |
| clkinvlp_4 | 0 | 2 |
| edfxtp_1 | 210 | 210 |
| inv_6 | 0 | 3 |
| inv_8 | 0 | 1 |
[logic make-up (layout without fill, tap and decap cells)]
logic type             count (synthesis)  count (layout)  share of synthesized area
buffers and inverters                  0             491                          0
DFF                                  210             210                      1.000
[what timing repair did]
item,in CTS,in global routing
endpoints found under the setup margin,210,210
setup buffers,0,0
gates resized,679,0
endpoints found under the hold margin,0,0
gates cloned,0,0
[routing by layer]
layer	vias up	track usage	wire length, um
li1	1811	-	-
met1	1829	0.06225	7935
met2	286	0.09415	10590
met3	32	0.03864	3434
met4	2	0.01564	674
met5	-	0	9
[final cells by class]
type / count / area, sq um / share of cell area
Tap cell: 846 / 1059 / 0.09189
Clock buffer: 31 / 648.1 / 0.05626
Clock inverter: 15 / 97.59 / 0.008472
Sequential cell: 210 / 6306 / 0.5474
Timing Repair Buffer: 445 / 3410 / 0.2960
No activity file was given, so power comes from the tool's default toggle rates.
