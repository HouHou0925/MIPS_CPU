### ./config.mk
export PLATFORM = sky130hd
export DESIGN_NAME = RegFile
export DESIGN_NICKNAME = RegFile
export VERILOG_FILES = /design/flow/design.v
export SDC_FILE = /design/flow/constraint.sdc
export NUM_CORES = 4
export LEC_CHECK = 1
export CORE_UTILIZATION = 30
### ./constraint.sdc
current_design RegFile

set clk_period 7.3
set clk_io_pct 0.2

create_clock -name clk0 -period $clk_period [get_ports {clk}]

set non_clock_inputs [all_inputs -no_clocks]
set_input_delay [expr $clk_period * $clk_io_pct] -clock clk0 $non_clock_inputs
set_output_delay [expr $clk_period * $clk_io_pct] -clock clk0 [all_outputs]
### ./design.v
module RegFile (clk, readreg1, readreg2, writereg, writedata, RegWrite, readdata1, readdata2);
  input [4:0] readreg1, readreg2, writereg;
  input [31:0] writedata;
  input clk, RegWrite;
  output [31:0] readdata1, readdata2;
  reg [31:0] regfile [31:0];
  integer i;
  initial begin
      for (i=1; i<32; i=i+1)   
	begin
         regfile[i]=i*10;
	end
end
  always @(posedge clk)
  begin
	if (RegWrite) 
	 	regfile[writereg] <= writedata;
    regfile[0]=0;
  end
  assign readdata1 = regfile[readreg1];
  assign readdata2 = regfile[readreg2];
endmodule
### ./run.sh
#!/bin/bash
# OpenROAD 26Q1-2900-gdf79404cd8, Yosys 0.63+post, stock flow scripts
make -C /OpenROAD-flow-scripts/flow DESIGN_CONFIG=/design/flow/config.mk WORK_HOME=/design/flow/orfs finish
==> summary.txt <==
impl run done, here's what came out: status=completed, vias in the first global route=28800, chip area=0.155 mm², most used logic cell in the final layout=edfxtp_1, # DRC=0, # resized after CTS=0, clock slew at reported path FFs=0.06 ns, Yosys Instances=2447, GRT overflow=0, gr usage total=18.8%, Max-slew headroom=27.6%, Worst path top cell family by delay=buffers and inverters, Syn Area/Cell=18.8 µm², IO Count=113, DIE WIDTH=394 µm, Init Core Util=30.3%, Setup Fix Bufs, Post-CTS=0, GPL Wtd Cong=0.868, post-synthesis cell count=2447, main flop type=edfxtp_1, clock buffer count from CTS=100, final hold vios=0, clock sink total=992, DR iter-0 viols=1631, PD cells=239 mW/mm², Buf/Inv on CP=3, fraction of layout cells with a size suffix above 1=29.3%, Yosys reg bits=992, critical path capture point type=primary output, synthesis-to-layout area growth=15.8%, first-pass GRT wire length=199000 µm, final period utilization=83.0%, worst slack at placement=1.24 ns, WP data arrival=4.60 ns, metal3 WL=20900 µm, maximum clock path buffer count=3, Core Box Area=0.152 mm², crit-path max FO=46, Fillers=14000, CP Cell Sequence=buf_8, buf_4, mux4_2, mux2i_1, and2_1, o31ai_1, clkdlybuf4s50_1, worst slew pin tran=1.08 ns, ANT nets after route=0, maximum number of pins on one net before global-route repair=89, antenna violations before repair=7, Yosys chip area=0.0461 mm², diode count=0, EDFF count, synth=992, Slew Viols, Final=0, DR top layer=met5, Root Buffer=clkbuf_16, WL met2=66600 µm, CTS Hold Buffers Added=0, Top Layout Cells=edfxtp_1 (992), mux4_2 (384), a22o_1 (192), die height=394 µm, Metal-1 WL=43800 µm, tally of OpenROAD warnings=25, H-tree depth=3, CP max stage delay=0.77 ns, Routed Wire Length=137000 µm, Worst Setup Path Type=input port to primary output, Buffers on Ports=112, setup TNS=0 ns, routed length per instance=29.3 µm, vias=26100, Startpoint Class=input port, Site Rows=143, Distinct cells, synth=26, # setup viols final=0, fmax=0.165 GHz, Top reg by flops=regfile, part of the Yosys area used for sequential elements=64.6%, vias per cell=5.56, Async S/R FF share, synth=0%, top flop regs=regfile x992, crit path DRT=5.84 ns, Worst VDD drop=0.195 mV, synthesized cell area=0.0461 mm², CTS tree=built, Hold Path Class=input port to flop, Final Worst Setup Slack=1.24 ns, Critical Path Slowest Stage Cell=o31ai_1, max FFs per register=992, RSZ-0062 raised after global routing=no, minimum clock period=6.06 ns, max_cap viols=0, Leak=17.0 nW, Pre-Repair DR Iteration Count=5, Final HPWL DP=82400 µm, Ys Warns=1
[cells in the mapped netlist (3+ instances only)]
cell / instances / area, µm²
a211oi_1: 64 / 480
a22o_1: 192 / 1680
and2_1: 34 / 213
and3_1: 32 / 200
buf_1: 10 / 37.5
buf_2: 46 / 230
buf_4: 24 / 180
buf_6: 14 / 158
clkbuf_1: 117 / 439
edfxtp_1: 992 / 29800
mux2_2: 64 / 721
mux2i_1: 160 / 1600
mux4_2: 384 / 8650
nand2_1: 67 / 251
nand3b_1: 5 / 37.5
nor2_1: 34 / 128
nor2b_1: 6 / 37.5
o21ai_1: 64 / 320
o22ai_1: 64 / 400
o31ai_1: 64 / 480
or3b_2: 3 / 26.3
[kinds of logic (layout without fill, tap and decap cells)]
family | count (synthesis) | in the layout | synth area share, %
buf+inv | 213 | 424 | 2.28
compound gates | 448 | 448 | 7.30
mux | 608 | 608 | 23.8
flops | 992 | 992 | 64.6
simple gates | 186 | 186 | 2.00
[worst paths after layout]
| path | from | to | slack [ns] | cells past startpoint |
|---|---|---|---|---|
| worst max-delay path | readreg1[0] | readdata1[14] | 1.24 | 7 |
| worst min-delay path | writedata[30] | regfile[5][30] | 1.57 | 2 |
[report_power, final]
| part | switching [W] | internal [W] |
|---|---|---|
| sequential | 0.0000266 | 0.00634 |
| clock | 0.00223 | 0.00303 |
| combinational | 0.000644 | 0.000504 |
[metrics by stage]
| stage | instances | utilization (%) | hold slack [ns] | total power (W) | area, µm² |
|---|---|---|---|---|---|
| 5_1_grt | 4688 | 35.1 | 1.58 | 0.0131 | 53400 |
| 2_1_floorplan | 2447 | - | 1.56 | 0.00713 | 46100 |
| 3_3_place_gp | 4504 | 32.9 | 2.29 | 0.00764 | 50100 |
| 6_report | 4688 | 35.1 | 1.57 | 0.0128 | 53400 |
| 3_5_place_dp | 4504 | 32.9 | 2.30 | 0.00764 | 50100 |
| 4_1_cts | 4688 | 35.1 | 1.53 | 0.0129 | 53400 |
[cell type report]
cell class,instances,area (µm²),share of cell area [%]
flip-flops and latches,992,29800,55.8
multi-input cells,1242,15600,29.2
clock buffers,120,2620,4.91
well taps,2030,2540,4.76
repair buffers,238,2160,4.04
clock inverters,64,706,1.32
inverters,2,8.76,0.0164
[metal layers]
layer / global-route usage, % / vias to the layer above
met1: 20.4 / 13200
met3: 13.0 / 291
met5: 1.48 / -
met2: 29.4 / 1769
met4: 6.02 / 18
li1: - / 10800
Power is estimated from default activity; no workload was simulated.
